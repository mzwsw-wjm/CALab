## ./config.mk

```make
export PLATFORM = sky130hd
export DESIGN_NAME = FU_ALU
export DESIGN_NICKNAME = FU_ALU
export VERILOG_FILES = /design/flow/design.v
export SDC_FILE = /design/flow/constraint.sdc
export NUM_CORES = 4
export LEC_CHECK = 1
export CORE_UTILIZATION = 40
```

## ./constraint.sdc

```tcl
current_design FU_ALU

set clk_period 14.1
set clk_io_pct 0.2

create_clock -name clk0 -period $clk_period [get_ports {clk}]

set non_clock_inputs [all_inputs -no_clocks]
set_input_delay [expr $clk_period * $clk_io_pct] -clock clk0 $non_clock_inputs
set_output_delay [expr $clk_period * $clk_io_pct] -clock clk0 [all_outputs]
```

## ./design.v

```verilog
`timescale 1ns / 1ps
module FU_ALU(
    input clk, EN,
    input[3:0] ALUControl,
    input[31:0] ALUA, ALUB,
    output[31:0] res,
    output zero, overflow,
    output finish
);
    reg state;
    assign finish = state == 1'b1;
    initial begin
        state = 0;
    end
    reg[3:0] Control;
    reg[31:0] A, B;
    always@(posedge clk) begin
        if(EN & ~state) begin  
            Control <= ALUControl;
            A <= ALUA;
            B <= ALUB;
            state <= 1'b1;
        end
        else state <= 1'b0;
    end
    localparam ALU_ADD  = 4'b0001;
    localparam ALU_SUB  = 4'b0010;
    localparam ALU_AND  = 4'b0011;
    localparam ALU_OR   = 4'b0100;
    localparam ALU_XOR  = 4'b0101;
    localparam ALU_SLL  = 4'b0110;
    localparam ALU_SRL  = 4'b0111;
    localparam ALU_SLT  = 4'b1000;
    localparam ALU_SLTU = 4'b1001;
    localparam ALU_SRA  = 4'b1010;
    localparam ALU_Ap4  = 4'b1011;
    localparam ALU_Bout = 4'b1100;
    wire[4:0] shamt = B[4:0];
    wire[32:0] res_subu = {1'b0,A} - {1'b0,B};
    wire[31:0] res_ADD  = A + B;
    wire[31:0] res_SUB  = A - B;
    wire[31:0] res_AND  = A & B;
    wire[31:0] res_OR   = A | B;
    wire[31:0] res_XOR  = A ^ B;
    wire[31:0] res_SLL  = A << shamt;
    wire[31:0] res_SRL  = A >> shamt;
    wire add_of = A[31] & B[31] & ~res_ADD[31] |  
                  ~A[31] & ~B[31] & res_ADD[31];  
    wire sub_of = ~A[31] & B[31] & res_SUB[31] |  
                  A[31] & ~B[31] & ~res_SUB[31];  
    wire[31:0] res_SLT  = {31'b0, res_SUB[31] ^ sub_of};
    wire[31:0] res_SLTU = {31'b0, res_subu[32]};
    wire[31:0] res_SRA  = {{32{A[31]}}, A} >> shamt;
    wire[31:0] res_Ap4  = A + 4;
    wire[31:0] res_Bout = B;
    wire ADD  = Control == ALU_ADD ;
    wire SUB  = Control == ALU_SUB ;
    wire AND  = Control == ALU_AND ;
    wire OR   = Control == ALU_OR  ;
    wire XOR  = Control == ALU_XOR ;
    wire SLL  = Control == ALU_SLL ;
    wire SRL  = Control == ALU_SRL ;
    wire SLT  = Control == ALU_SLT ;
    wire SLTU = Control == ALU_SLTU;
    wire SRA  = Control == ALU_SRA ;
    wire Ap4  = Control == ALU_Ap4 ;
    wire Bout = Control == ALU_Bout;
    assign zero = ~|res;
    assign overflow = (Control == ALU_ADD && add_of) | 
                    (Control == ALU_SUB && sub_of);
    assign res = {32{ADD }} & res_ADD  |
                 {32{SUB }} & res_SUB  |
                 {32{AND }} & res_AND  |
                 {32{OR  }} & res_OR   |
                 {32{XOR }} & res_XOR  |
                 {32{SLL }} & res_SLL  |
                 {32{SRL }} & res_SRL  |
                 {32{SLT }} & res_SLT  |
                 {32{SLTU}} & res_SLTU |
                 {32{SRA }} & res_SRA  |
                 {32{Ap4 }} & res_Ap4  |
                 {32{Bout}} & res_Bout ;
endmodule
```

## ./run.sh

```bash
#!/bin/bash
# OpenROAD 26Q1-2900-gdf79404cd8, Yosys 0.63+post, stock flow scripts
make -C /OpenROAD-flow-scripts/flow DESIGN_CONFIG=/design/flow/config.mk WORK_HOME=/design/flow/orfs finish
```

==> flow_summary.ini <==
; flow metrics
[outcome]
status = finished, final reports clean

[layout]
stdcell_count = 2076
syn2layout_area_growth_pct = 13.2
n_fill_cell = 3138
final_util = 0.462
drive_above_1_share = 0.108

[yosys]
ff_type = edfxtp_1
area_leaders = edfxtp_1 16%, mux4_2 10%, ha_1 9.6%
synth_seq_share = 0.160
edf_count = 68
top_cell = nor2_1
yosys-stat-area_sq_mm = 0.0129
synth_area_sq_mm = 0.0129
synth_warnings = 1
synth_flop_count = 69
avgSynthCellArea_sq_um = 7.87
yosys.area.top_type = edfxtp_1
ys_types = 88
yosys-top-cells-count = 172 x nor2_1, 138 x nand2_1, 107 x a21oi_1
syn_inst = 1642
synthArstFlopShare = 0
synth_stat.cells = 1642
top_cell_area_share = 0.158

[grt]
grt_pass1_wl_mm = 93.6
grt-busiest-layer = met1
grt_use_met3 = 0.107
grt_use_total = 0.404
grt_max_degree = 55
met2_usage = 0.578
grt-ovfl-total = 0
grt_antenna_before_repair = 3
grtUsageMet1 = 0.612
grt_pass1_vias = 13389

[drt]
dr_total_vias = 14400
vias_per_cell = 6.94
diodes = 0
wl_per_cell_um = 31.0
final_antenna_net_count = 0
drc = 0
first_pass_iters = 8
drt_iter0_markers = 1801
wl_mm = 64.4

[critical_path]
worstPathRequired_ns = 11.28
critPathArrivalTime_ns = 6.57
cp-end-kind = output port
timing.rr.end = Control[1]$_DFFE_PP_
rr_worst_depth = 3
rrSetupSlack_ns = 12.37
start_kind = flip-flop
r2r_start = state$_DFF_P_
path_class = reg -> out
worstPathMaxFanout = 43

[clock_tree]
clock_latency_ns = 0.38
cts_max_level = 3
cts.reportedPaths.clkPinSlew_ns = 0.06
cts_hold_buf = 0
cts_setup_buffers = 0
cts_tree = built
clk_path_buf_depth = 2
numCtsBuffers = 9
cts_sinks = 69
cts_root_buffer = clkbuf_16
cts.repair.resized = 0

[power]
pwr-share-seq = 0.260
intPower_mw = 0.591
p_comb_frac = 0.480
p_switching_mw = 0.429
powerDensity_mw_per_mm2 = 69.7
ir_drop_mv = 0.0744
p_clk_frac = 0.260
total_power_mw = 1.02
power.leakage_nw = 5.58
sw_frac_of_total = 0.420

[final_timing]
fin_crit_sh = 0.666
fin_ws_ns = 4.71
period_minus_slack_ns = 9.39
finalSetupTns_ns = 0
fmaxAchievable_ghz = 0.107
hold_viol = 0
relSlewSlack = 0.350
setup_viol = 0
rsz0062_at_grt = false
maxSlewViolCount = 0
skew_ns = 0.00520
worst_pin_slew_ns = 0.964

[die]
die-area_sq_mm = 0.0330
rows = 65
initial_utilization = 0.408
pin_count = 105
core_area_sq_mm = 0.0316
die_h_um = 182
fp.dieW_um = 182

[job]
warning_count = 91
max-cap-violations = 0

[placement]
post-place-ws_ns = 5.18
dp_hpwl_mm = 49.2
placed_cells = 2060
port_buffers = 104
gp_congestion = 1.05

[hold_path]
hp-class = reg -> reg
min_from = state$_DFF_P_
min_to = A[29]$_DFFE_PP_
hold_path_depth = 2
==> power groups by stage <==
stage     clock network, mW  registers (mW)  logic (mW)
5_1_grt               0.278           0.266       0.518
4_1_cts               0.271           0.263       0.475
6_report              0.265           0.265       0.490
==> how the worst max path moves through the flow <==
stage | end | cells past startpoint | slack, ns | startpoint
4_1_cts | zero | 15 | 4.75 | B[1]$_DFFE_PP_
5_1_grt | zero | 15 | 4.37 | B[1]$_DFFE_PP_
6_report | zero | 15 | 4.71 | B[1]$_DFFE_PP_
==> registers in the layout, indices dropped and copies added, names as in the netlist <==
register / flops
B: 32
A: 32
Control: 4
state: 1
==> layout make-up <==
type	instances	area (sq um)	share of cell area
flip-flops and latches	69	2060	0.141
repair buffers	156	1430	0.0979
multi-input cells	1328	9910	0.678
inverters	105	394	0.0269
well taps	402	503	0.0344
clock inverters	6	95.1	0.00650
clock buffers	10	229	0.0157
==> per-layer routing <==
metal | wire, um | share of wire | up-vias
li1 | - | - | 6289
met5 | 57 | 0.00088 | -
met3 | 7130 | 0.11 | 129
met2 | 27200 | 0.42 | 916
met4 | 2380 | 0.037 | 6
met1 | 27600 | 0.43 | 7060
==> worst max-delay path: stages, from the launching register on <==
cell and delay (ns):
edfxtp_1 0.78, clkinv_1 0.15, buf_4 0.33, ha_1 0.40, or2_2 0.32, a211oi_1 0.65, o21ai_0 0.35, o221a_2 0.35
o2bb2ai_1 0.12, o22ai_1 0.18, nand4_1 0.13, or4_1 0.59, or4_1 0.48, or4_1 0.57, nor4_2 0.27, clkdlybuf4s50_1 0.49
==> cell usage in the layout (no fill, tap or decap), types with 13 or more instances in the layout <==
cell / n
a211oi_1: 28
ha_1: 99
a31oi_1: 18
o211ai_1: 25
nor2b_1: 18
o22ai_1: 24
xnor2_1: 35
o21ai_0: 100
or3_1: 16
edfxtp_1: 68
nand2b_1: 20
mux2i_1: 54
nor2_1: 172
mux2_2: 21
nand3_1: 49
a221oi_1: 22
a22oi_1: 17
o221ai_1: 17
clkdlybuf4s50_1: 104
inv_1: 100
mux4_2: 58
nor3_1: 40
nand4_1: 24
nand2_1: 138
a21oi_1: 107
buf_4: 52
a211o_1: 13
==> cells by family after synthesis <==
logic type | count (synthesis) | synth area share
simple gates | 556 | 0.209
fa+ha+maj | 101 | 0.0990
xor+xnor | 37 | 0.0251
compound gates | 497 | 0.263
mux | 137 | 0.169
buf+inv | 245 | 0.0758
flops | 69 | 0.160
==> through the flow <==
step | instance area [sq um] | hold WS, ns
after floorplan | 12900 | 1.35
after global placement | 14300 | 0.868
after detailed placement | 14300 | 0.888
after CTS | 14600 | 0.905
after global routing | 14600 | 0.933
final | 14600 | 0.888
No activity file was given, so power comes from the tool's default toggle rates.
